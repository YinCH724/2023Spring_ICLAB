==> design.v <==
module SUBWAY(
    clk,
    rst_n,
    in_valid,
    init,
    in0,
    in1,
    in2,
    in3,
    out_valid,
    out
);
input clk, rst_n;
input in_valid;
input [1:0] init;
input [1:0] in0, in1, in2, in3; 
output reg       out_valid;
output reg [1:0] out;
parameter s_idle = 2'd0;
parameter s_input = 2'd1;
parameter s_cul = 2'd2;
parameter s_output = 2'd3;
genvar NN;
genvar MM;
integer i;
integer j;
parameter IDX = 9;
reg [1:0]current_state;
reg [1:0]next_state;
reg [1:0]init_pos;
reg [5:0]cnt;
reg [1:0]is_road;
reg [1:0] reg_dif;
reg [1:0]move;
wire UorD;
reg reg_UorD;
wire [1:0]dif1;
wire [1:0]dif2;
wire [1:0]dif;
reg [1:0] next_dif;
reg [1:0]next_pos;
reg [1:0]cur_pos;
reg [1:0] next_step[2:0];
wire [1:0]in_wire[3:0];
reg [1:0]in_a[IDX:0];
reg [1:0]in_b[IDX:0];
reg [1:0]in_c[IDX:0];
reg [1:0]in_d[IDX:0];
reg [1:0]out_pipe[54:0];
reg [1:0]road;
always@(posedge clk or negedge rst_n)begin
	if(!rst_n)
        current_state <= s_idle;
    else
        current_state <= next_state;
end
always@(*)begin
	case(current_state)
		s_idle: if(in_valid) next_state = s_input;
				else next_state = s_idle;
		s_input:if (cnt == 6'd7) next_state = s_cul;
				else next_state = s_input;
		s_cul:	if (cnt == 6'd62) next_state = s_output;
				else next_state = s_cul;				
		s_output: if (cnt == 6'd63) next_state = s_idle;
				else next_state = s_output;
		default: next_state = current_state;
	endcase 
end
always @(posedge clk or negedge rst_n) begin
    if(!rst_n)begin
		init_pos <= 2'd0;
    end   
    else
		case(current_state)
			s_idle: if(in_valid)begin
				init_pos <= init;
			end
			default: init_pos <= init_pos;
		endcase
end
always@(posedge clk or negedge rst_n)begin
	if(!rst_n)
        cnt <= 6'b0;
    else
		case(current_state)
			s_idle: cnt <= 6'd0;
			s_input: cnt <= cnt+6'd1;
			s_cul: if(cnt == 6'd62 ) cnt <= 6'd0;
					else cnt <= cnt+6'd1;
			s_output: if(cnt == 6'd63) cnt <= 6'd0;
					else cnt <= cnt+6'd1;
			default: cnt <= cnt;
		endcase
end
always@(posedge clk or negedge rst_n)begin
	if(!rst_n)
        out_valid <= 1'b0;
    else
		case(current_state)
			s_idle: out_valid <= 1'd0;
			s_input: out_valid <= 1'd0;
			s_output: 
				if(cnt == 6'd63) out_valid <= 1'd0;
				else   out_valid <= 1'd1;
			default: out_valid <= 1'd0;
		endcase
end
assign UorD = (cur_pos < road)?1'd0: 1'd1;  
assign dif1 = (cur_pos < road)?road: cur_pos;  
assign dif2 = (cur_pos < road)?cur_pos: road;
assign dif = dif1 - dif2;
always @(posedge clk or negedge rst_n) begin
	if(!rst_n)begin
        reg_UorD <= 2'd0;
    end 
	else begin
		reg_UorD <= UorD;
	end
end
always@(*)begin
	case(cur_pos)
	2'd0: begin
		next_step[0] = 2'b11;
		next_step[1] = in_a[1];
		next_step[2] = in_b[1];
	end
	2'd1: begin
		next_step[0] = in_a[1];
		next_step[1] = in_b[1];
		next_step[2] = in_c[1];
	end
	2'd2: begin
		next_step[0] = in_b[1];
		next_step[1] = in_c[1];
		next_step[2] = in_d[1];
	end
	2'd3: begin
		next_step[0] = in_c[1];
		next_step[1] = in_d[1];
		next_step[2] = 2'b11;
	end
	default: begin
		next_step[0] = in_c[1];
		next_step[1] = in_d[1];
		next_step[2] = 2'b11;
	end
	endcase
end
always@(*)begin
	if (dif != 2'd0) begin
		case(reg_UorD)
		1'd0: 
			case(next_step[2])
			2'd0: move = 2'b01;
			2'd1,
			2'd2,
			2'd3: 
				case(next_step[1])
				2'd0,
				2'd2: move = 2'd0;
				2'd1: move = 2'b11;
				default: move = 2'b0;
				endcase
			default: move = 2'b0;
			endcase
		1'd1: 
			case(next_step[0])
			2'd0: move = 2'b10;
			2'd1,
			2'd2,
			2'd3: 
				case(next_step[1])
				2'd0,
				2'd2: move = 2'd0;
				2'd1: move = 2'b11;
				default: move = 2'b0;
				endcase
			default: move = 2'b0;
			endcase
		default: move = 2'b0;
		endcase
	end
	else begin
		case(next_step[1])
		2'd0,
		2'd2: move = 2'd00;
		2'd1: move = 2'b11;
		default: move = 2'd0;  
		endcase
	end
end
always@(*)begin
	case(cur_pos)
	2'd0:begin
		case (move) 
		2'd1:
			next_pos = 2'd1;
		default:
			next_pos = 2'd0;
		endcase
	end 
	2'd1:begin
		case (move) 
		2'd1:
			next_pos = 2'd2;
		2'd2:
			next_pos = 2'd0;
		default:
			next_pos = 2'd1;
		endcase
	end
	2'd2:begin
		case (move) 
		2'd1:
			next_pos = 2'd3;
		2'd2:
			next_pos = 2'd1;
		default:
			next_pos = 2'd2;
		endcase
	end
	2'd3:begin
		case (move) 
		2'd2:
			next_pos = 2'd2;
		default:
			next_pos = 2'd3;
		endcase
	end
	default:next_pos = cur_pos;
	endcase
end
always@(*)begin
	if (in_b[8] == 2'd0)begin
		is_road = 2'd1;
	end
	else if (in_c[8] == 2'd0)begin
		is_road = 2'd2;
	end
	else if (in_a[8] == 2'd0)begin
		is_road = 2'd0;
	end
	else if (in_d[8] == 2'd0)begin
		is_road = 2'd3;
	end
	else begin
		is_road = 2'd1;
	end
end
always@(posedge clk)begin
	if(!rst_n)begin
        road <= 2'd0;
    end 
	else begin
		case(cnt[2:0])
		3'd0: 
			road <= is_road;
		default: road <= road;
		endcase
	end
end
always @(posedge clk or negedge rst_n) begin
	if(!rst_n)begin
        cur_pos <= 2'd0;
    end 
	else begin
		case(current_state)
		s_idle: cur_pos <= 2'd0;
		s_input: cur_pos <= init_pos;
		s_cul,
		s_output: cur_pos <= next_pos;
		default: cur_pos <= cur_pos;
		endcase
	end
end
always @(posedge clk or negedge rst_n) begin
	if(!rst_n)begin
        out <= 2'd0;
    end 
	else begin
		case(current_state)
		s_idle: out <= 2'd0;
		s_input: out <= 2'd0;
		s_output: 
			if(cnt == 6'd63) out <= 2'd0;
			else out <= out_pipe[0]; 
		default: out <= 2'd0;
		endcase
	end
end
always @(posedge clk or negedge rst_n) begin
	if(!rst_n)begin
		for (i=0; i<55; i=i+1)begin
			out_pipe[i]<=2'd0; 
		end
    end 
	else begin
		case(current_state)
		s_idle: begin
			for (i=0; i<55; i=i+1)begin
				out_pipe[i]<=2'd0; 
			end
		end
		s_output,
		s_cul: begin
			out_pipe[54] <= move;
			for (i=0; i<54; i=i+1)begin
				out_pipe[i]<=out_pipe[i+1]; 
			end
		end
		default: begin
			for (i=0; i<55; i=i+1)begin
				out_pipe[i]<=2'd0; 
			end
		end
		endcase
	end
end
always @(posedge clk or negedge rst_n) begin
    if(!rst_n)begin
        for (i = 0; i<IDX; i=i+1)begin
			in_a[i]<=2'd0;
		end
    end   
    else
		case(current_state)
			s_idle: if(in_valid)begin
						in_a[IDX-1]<=in0;
						for (i = 0; i<IDX-1; i=i+1)begin
							in_a[i]<=in_a[i+1];
						end
					end
					else begin 
						for (i = 0; i<IDX; i=i+1)begin
							in_a[i]<=in_a[i];
						end
					end
			s_input,
			s_cul:if(in_valid)begin
						in_a[IDX-1]<=in0;
						for (i = 0; i<IDX-1; i=i+1)begin
							in_a[i]<=in_a[i+1];
						end
					end
					else begin 
						for (i = 0; i<IDX; i=i+1)begin
							in_a[i]<=in_a[i];
						end
					end
			s_output:begin
				if(in_valid)begin
					in_a[IDX-1]<= in0;
				end
				else begin
					in_a[IDX-1]<= 2'd0;
				end
				for (i = 0; i<IDX-1; i=i+1)begin
					in_a[i]<=in_a[i+1];
				end
			end
			default: begin 
						for (i = 0; i<IDX; i=i+1)begin
							in_a[i]<=in_a[i];
						end
					end
		endcase
end
always @(posedge clk or negedge rst_n) begin
    if(!rst_n)begin
        for (i = 0; i<IDX; i=i+1)begin
			in_b[i]<=2'd0;
		end
    end   
    else
		case(current_state)
			s_idle: if(in_valid)begin
						in_b[IDX-1]<=in1;
						for (i = 0; i<IDX-1; i=i+1)begin
							in_b[i]<=in_b[i+1];
						end
					end
					else begin 
						for (i = 0; i<IDX; i=i+1)begin
							in_b[i]<=in_b[i];
						end
					end
			s_input,
			s_cul:if(in_valid)begin
						in_b[IDX-1]<=in1;
						for (i = 0; i<IDX-1; i=i+1)begin
							in_b[i]<=in_b[i+1];
						end
					end
					else begin 
						for (i = 0; i<IDX; i=i+1)begin
							in_b[i]<=in_b[i];
						end
					end
			s_output:begin
				if(in_valid)begin
					in_b[IDX-1]<= in1;
				end
				else begin
					in_b[IDX-1]<= 2'd0;
				end
				for (i = 0; i<IDX-1; i=i+1)begin
					in_b[i]<=in_b[i+1];
				end
			end
			default: begin 
						for (i = 0; i<IDX; i=i+1)begin
							in_b[i]<=in_b[i];
						end
					end
		endcase
end
always @(posedge clk or negedge rst_n) begin
    if(!rst_n)begin
        for (i = 0; i<IDX; i=i+1)begin
			in_c[i]<=2'd0;
		end
    end   
    else
		case(current_state)
			s_idle: if(in_valid)begin
						in_c[IDX-1]<=in2;
						for (i = 0; i<IDX-1; i=i+1)begin
							in_c[i]<=in_c[i+1];
						end
					end
					else begin 
						for (i = 0; i<IDX; i=i+1)begin
							in_c[i]<=in_c[i];
						end
					end
			s_input,
			s_cul:if(in_valid)begin
						in_c[IDX-1]<=in2;
						for (i = 0; i<IDX-1; i=i+1)begin
							in_c[i]<=in_c[i+1];
						end
					end
					else begin 
						for (i = 0; i<IDX; i=i+1)begin
							in_c[i]<=in_c[i];
						end
					end
			s_output:begin
				if(in_valid)begin
					in_c[IDX-1]<= in2;
				end
				else begin
					in_c[IDX-1]<= 2'd0;
				end
				for (i = 0; i<IDX-1; i=i+1)begin
					in_c[i]<=in_c[i+1];
				end
			end
			default: begin 
						for (i = 0; i<IDX; i=i+1)begin
							in_c[i]<=in_c[i];
						end
					end
		endcase
end
always @(posedge clk or negedge rst_n) begin
    if(!rst_n)begin
        for (i = 0; i<IDX; i=i+1)begin
			in_d[i]<=2'd0;
		end
    end   
    else
		case(current_state)
			s_idle: if(in_valid)begin
						in_d[IDX-1]<=in3;
						for (i = 0; i<IDX-1; i=i+1)begin
							in_d[i]<=in_d[i+1];
						end
					end
					else begin 
						for (i = 0; i<IDX; i=i+1)begin
							in_d[i]<=in_d[i];
						end
					end
			s_input,
			s_cul:if(in_valid)begin
						in_d[IDX-1]<=in3;
						for (i = 0; i<IDX-1; i=i+1)begin
							in_d[i]<=in_d[i+1];
						end
					end
					else begin 
						for (i = 0; i<IDX; i=i+1)begin
							in_d[i]<=in_d[i];
						end
					end
			s_output:begin
				if(in_valid)begin
					in_d[IDX-1]<= in3;
				end
				else begin
					in_d[IDX-1]<= 2'd0;
				end
				for (i = 0; i<IDX-1; i=i+1)begin
					in_d[i]<=in_d[i+1];
				end
			end
			default: begin 
						for (i = 0; i<IDX; i=i+1)begin
							in_d[i]<=in_d[i];
						end
					end
		endcase
end
endmodule
==> run.sh <==
#!/bin/bash
# OpenROAD 26Q1-2900-gdf79404cd8, Yosys 0.63+post, stock flow scripts
make -C /OpenROAD-flow-scripts/flow DESIGN_CONFIG=/design/flow/config.mk WORK_HOME=/design/flow/orfs finish
==> config.mk <==
export PLATFORM = sky130hd
export DESIGN_NAME = SUBWAY
export DESIGN_NICKNAME = SUBWAY
export VERILOG_FILES = /design/flow/design.v
export SDC_FILE = /design/flow/constraint.sdc
export NUM_CORES = 4
export LEC_CHECK = 1
export CORE_UTILIZATION = 50
==> constraint.sdc <==
current_design SUBWAY

set clk_period 5.5
set clk_io_pct 0.2

create_clock -name clk0 -period $clk_period [get_ports {clk}]

set non_clock_inputs [all_inputs -no_clocks]
set_input_delay [expr $clk_period * $clk_io_pct] -clock clk0 $non_clock_inputs
set_output_delay [expr $clk_period * $clk_io_pct] -clock clk0 [all_outputs]
==> reports/metrics.cfg <==
[setup_path]
cp.required_ns = 5.80
cp_num_buf_inv = 2
critPathLaunch = in_valid
critical_path.endpoint_type = flop
startpoint_type = input port
crit_chain = clkdlybuf4s50_1 -> nor2_4 -> buf_4 -> mux2_2
slowest_delay_ns = 0.63
cp_max_fo = 72
cpMaxStageDelayCell = buf_4
crit_type = input port to flop
r2r_start = cur_pos[1]
critical_path.top_delay_family = buffers and inverters
crit_arrival_ns = 2.82

[power_and_ir_drop]
p_leak_nw = 3.79
peakVddDrop_mv = 0.269
cellPowerDensity_nw_per_um2 = 445

[global_routing]
grt_pass1_vias = 3341
grt_pass1_wl_mm = 16.9
use_met1_pct = 30.3
grt_usage_pct = 15.4
gr-usage-met3_pct = 3.28
gr-total-overflow = 0
met2_usage_pct = 19.5
grt_max_degree = 83
antenna_found_initial = 0
grt_busiest_layer = met1

[synth]
yosysWarnings = 7
synthAdderAreaFrac_pct = 1.25
synth-edff-count = 0
yosysChipArea_sq_um = 7030
synthCells = 498
synth_area_sq_um = 7030
xor_share_pct = 0.499
ys_sh_simple_pct = 14.2
mux_share_pct = 9.78
synth-seq-area-share_pct = 69.0
aoi_share_pct = 3.06
ys.flop_type = dfrtp_1
logic_family = simple AND/OR/NAND/NOR gates
avgSynthCellArea_sq_um = 14.1
synthArstFlopShare_pct = 99.0
yosys_cells = 498
ys_ff = 194
yosysUniqueCellTypes = 48

[final_timing]
slew_headroom_pct = 44.4
tns_ns = 0
fin_skew_ns = 0.00538
period_needed_ns = 2.52
rsz0062_at_grt = no
worstMarginPinSlew_ns = 0.834
final_max_slew_viol_count = 0
hold_viol = 0
fmax_mhz = 396
finalClockPeriodUsage_pct = 45.9
finalSetupViolations = 0

[clocking]
cts-resized-gates = 0
ctsHoldBuffers = 0
cts-buffers-inserted = 17
cts_buffer_depth = 2
htree_levels = 4
clk_latency_ns = 0.41
path_clk_slew_ns = 0.06
cts_root_buffer = clkbuf_16
cts_tree = yes
post_cts_buffers = 0
cts_num_sinks = 194

[drt]
drt-pass1-iter-count = 4
insertedDiodeCount = 0
wire_per_inst_um = 13.2
vias = 3389
drt_wl_total_mm = 9.29
drtIter0Drc = 225
postRouteAntennaNets = 0
remaining_drc_errors = 0
via_per_inst = 4.82

[run_status]
status = finished, final reports clean

[place]
dp.cells = 671
dp_hpwl_mm = 5.12
port_buffers = 15
finalWeightedCongestion = 0.759
dpl_cell_area_sq_um = 7320

[floorplanning]
die_w_um = 121
core_sq_um = 13500
io_pins = 16
die_h_um = 121
rows = 42
die_area_sq_um = 14500
fp-utilization_pct = 52.2

[hold_path]
hp-start = out_pipe[0][0]
hold_path.class = flop to flop

[flow_run]
warnings = 28
maxCapViolations = 0

[cells_and_area]
synthToLayoutAreaGrowth_pct = 12.1
fin_cells = 703
stdcell_area_sq_um = 7880
drive_above_1_share_pct = 17.6

[layout by cell type (no fill, tap or decap), types with 5 or more instances in the layout]
master | Yosys | routed
clkbuf_1 | 10 | 5
mux2_2 | 49 | 49
nand2_1 | 23 | 23
nor2_1 | 13 | 12
o21ai_0 | 11 | 11
nor2b_1 | 113 | 113
ha_1 | 7 | 7
clkbuf_16 | 0 | 17
dfrtp_1 | 191 | 191
inv_1 | 11 | 11
mux2_1 | 10 | 10
clkdlybuf4s50_1 | 0 | 14
[power breakdown]
group	total [mW]	switching (mW)	internal, mW
Clock	1.14	0.492	0.650
Sequential	1.89	0.129	1.76
Combinational	0.466	0.192	0.274
Total	3.50	0.812	2.69
[cells in the mapped netlist, drive strengths merged, types with 2 or more instances]
cell	instances	share of area, %
nand2	23	1.2
nor2b	113	10
dfrtp	191	68
nor3	4	0.43
clkbuf	10	0.53
a211oi	2	0.21
dfxtp	2	0.57
and2	2	0.18
o21ai	11	0.78
nand3	4	0.28
xor2	3	0.37
nor4b	3	0.46
o22ai	2	0.27
o31ai	2	0.21
ha	7	1.2
buf	12	1.1
a21boi	2	0.27
nand2b	2	0.18
a21oi	2	0.14
mux2	59	9.5
inv	12	0.68
nor2	14	0.85
[cell families after synthesis]
kind of cell	count (synthesis)
compound gates	30
xor+xnor	4
fa+ha+maj	7
buf+inv	34
flops	194
mux	60
simple gates	169
[per-layer routing]
| metal | share of wire (%) | vias up | routed length, um |
|---|---|---|---|
| met2 | 40 | 32 | 3690 |
| li1 | - | 1662 | - |
| met5 | 0 | - | 0 |
| met3 | 3.1 | 10 | 292 |
| met1 | 56 | 1685 | 5200 |
| met4 | 1.2 | 0 | 116 |
[layout make-up]
type	count	area, sq um
fill	1049	5580
sequential	194	4850
multi-input combinational	270	2030
clock buffer	24	472
tap	176	220
timing repair buffer	19	184
clock inverter	8	78.8
inverter	12	47.5
[through the flow]
step | hold WS [ns] | setup slack (ns) | utilization [%] | total power, mW
global placement | 0.445 | 2.59 | 54.4 | 2.37
CTS | 0.459 | 3.00 | 58.5 | 3.55
detailed placement | 0.443 | 2.57 | 54.4 | 2.38
floorplan | 0.428 | 3.35 | - | 2.26
finish | 0.454 | 2.98 | 58.5 | 3.50
global route | 0.472 | 2.85 | 58.5 | 3.71
[registers in the layout, indices dropped and copies added (netlist names)]
register       count
current_state      4
reg_UorD           1
cnt                6
in_b              16
road               2
in_a              16
cur_pos            2
out_pipe         110
out_valid          1
in_c              16
init_pos           2
out                2
in_d              16
[worst paths after layout]
| check | endpoint | slack, ns | cells after the start |
|---|---|---|---|
| max | in_a[1][1] | 2.98 | 4 |
| min | out[0] | 0.45 | 1 |
| max reg2reg | cur_pos[0] | 3.09 | 9 |
| min reg2reg | out[0] | 0.45 | 1 |
| max in group asynchronous | out_pipe[39][0] | 3.63 | 2 |
| min in group asynchronous | cnt[3] | 0.70 | 1 |
Power and IR drop assume default switching activity.
